==> flow/design.v <==
module bcd_to_7seg(
    input [3:0] bcd,           
    output reg [6:0] segments  
);
    always @(*) begin
        case(bcd)
            4'd0: segments = 7'b1000000;  
            4'd1: segments = 7'b1111001;  
            4'd2: segments = 7'b0100100;  
            4'd3: segments = 7'b0110000;  
            4'd4: segments = 7'b0011001;  
            4'd5: segments = 7'b0010010;  
            4'd6: segments = 7'b0000010;  
            4'd7: segments = 7'b1111000;  
            4'd8: segments = 7'b0000000;  
            4'd9: segments = 7'b0010000;  
            default: segments = 7'b1111111;  
        endcase
    end
endmodule
module display_controller(
    input clk,               
    input [3:0] digit0,      
    input [3:0] digit1,      
    input [3:0] digit2,      
    input [3:0] digit3,      
    output reg [3:0] an,     
    output [6:0] seg,        
    output dp                
);
    reg [1:0] digit_select = 0;   
    reg [16:0] refresh_counter = 0;  
    wire [3:0] current_digit;     
    always @(posedge clk) begin
        refresh_counter <= refresh_counter + 1;
    end
    always @(posedge clk) begin
        digit_select <= refresh_counter[16:15];  
    end
    always @(*) begin
        case(digit_select)
            2'b00: an = 4'b1110;  
            2'b01: an = 4'b1101;  
            2'b10: an = 4'b1011;  
            2'b11: an = 4'b0111;  
        endcase
    end
    assign current_digit = (digit_select == 2'b00) ? digit0 :
                           (digit_select == 2'b01) ? digit1 :
                           (digit_select == 2'b10) ? digit2 :
                           digit3;
    assign dp = ~(digit_select == 2'b01);  
    bcd_to_7seg bcd_decoder (
        .bcd(current_digit),
        .segments(seg)
    );
endmodule
module stopwatch (
    input clk,         
    input reset,       
    input speed_up,    
    output reg [3:0] digit0,  
    output reg [3:0] digit1,  
    output reg [3:0] digit2,  
    output reg [3:0] digit3   
);
    reg [26:0] clk_div;
    reg tick;
    always @(posedge clk or posedge reset) begin
        if (reset) begin
            clk_div <= 0;
            tick <= 0;
        end else begin
            if (speed_up) begin
                if (clk_div == 25_000_000 - 1) begin
                    clk_div <= 0;
                    tick <= 1;
                end else begin
                    clk_div <= clk_div + 1;
                    tick <= 0;
                end
            end else begin
                if (clk_div == 100_000_000 - 1) begin
                    clk_div <= 0;
                    tick <= 1;
                end else begin
                    clk_div <= clk_div + 1;
                    tick <= 0;
                end
            end
        end
    end
    always @(posedge clk or posedge reset) begin
        if (reset) begin
            digit0 <= 0;
            digit1 <= 0;
            digit2 <= 0;
            digit3 <= 0;
        end else if (tick) begin
            if (digit0 == 9) begin
                digit0 <= 0;
                if (digit1 == 5) begin
                    digit1 <= 0;
                    if (digit2 == 9) begin
                        digit2 <= 0;
                        if (digit3 == 5) begin
                            digit3 <= 0;  
                        end else begin
                            digit3 <= digit3 + 1;
                        end
                    end else begin
                        digit2 <= digit2 + 1;
                    end
                end else begin
                    digit1 <= digit1 + 1;
                end
            end else begin
                digit0 <= digit0 + 1;
            end
        end
    end
endmodule
module stopwatch_top(
    input clk,         
    input reset,       
    input speed_up,    
    output [6:0] seg,  
    output [3:0] an,   
    output dp          
);
    wire [3:0] digit0, digit1, digit2, digit3;
    stopwatch counter (
        .clk(clk),
        .reset(reset),
        .speed_up(speed_up),
        .digit0(digit0),
        .digit1(digit1),
        .digit2(digit2),
        .digit3(digit3)
    );
    display_controller display (
        .clk(clk),
        .digit0(digit0),
        .digit1(digit1),
        .digit2(digit2),
        .digit3(digit3),
        .an(an),
        .seg(seg),
        .dp(dp)
    );
endmodule
==> flow/run.sh <==
#!/bin/bash
# OpenROAD 26Q1-2900-gdf79404cd8, Yosys 0.63+post, stock flow scripts
make -C /OpenROAD-flow-scripts/flow DESIGN_CONFIG=/design/flow/config.mk WORK_HOME=/design/flow/orfs finish
==> flow/config.mk <==
export PLATFORM = sky130hd
export DESIGN_NAME = stopwatch_top
export DESIGN_NICKNAME = stopwatch_top
export VERILOG_FILES = /design/flow/design.v
export SDC_FILE = /design/flow/constraint.sdc
export NUM_CORES = 4
export LEC_CHECK = 1
export CORE_UTILIZATION = 30
==> flow/constraint.sdc <==
current_design stopwatch_top

set clk_period 3.3
set clk_io_pct 0.2

create_clock -name clk0 -period $clk_period [get_ports {clk}]

set non_clock_inputs [all_inputs -no_clocks]
set_input_delay [expr $clk_period * $clk_io_pct] -clock clk0 $non_clock_inputs
set_output_delay [expr $clk_period * $clk_io_pct] -clock clk0 [all_outputs]
==> impl_metrics.yaml <==
# flow metrics
outcome:
  status: "finished clean"
timing:
  worstMarginPinSlew_ns: 0.563
  fin_crit_ns: 3.08
  setup_tns_ns: 0
  hold_violations: 0
  min_period_over_period_pct: 93.3
  clock.fmax_mhz: 325
  setup_viol: 0
  grt_setup_unrepaired: "false"
  drv_slew: 0
  clock_skew_ns: 0.0132
  slew_headroom_pct: 62.3
setup_path:
  path_max_fanout: 8
  path_class: "flop to output pin"
  cpPeakStageDelay_ns: 0.56
  critPathArrivalTime_ns: 2.42
  cpMaxStageDelayCell: "mux4_2"
  crit_required_ns: 2.64
  cp_top_family: "buffers and inverters"
  crit_start: "counter.digit2[1]"
  cp-end-kind: "output pin"
  cp.buffers_inverters: 2
  worstPathCellList: "mux4_2 > inv_1 > ha_1 > nand2_1 > a21oi_1 > nor2_1 > clkdlybuf4s50_1"
  r2r-start: "counter.clk_div[0]"
  cp-start-kind: "flop"
floorplan:
  die_area_um2: 11200
  die_h_um: 106
  io_pins: 15
  rows: 37
  fp_util_pct: 31.2
  die_width_um: 106
  core_um2: 10400
cells_and_area:
  fin_cells: 487
  drive_gt1_share_pct: 9.69
  fill_cells: 1023
  final_util_pct: 36.1
  syn2layout_area_growth_pct: 15.8
  final_area_um2: 3750
power:
  p_leak_nw: 1.45
  power_mw: 1.54
  power.density_nw_per_um2: 411
  ir_worst_vdd_mv: 0.184
synth:
  synth-edff-count: 0
  syn_inst: 328
  syn_avg_cell_area_um2: 9.87
  ys_warn_count: 3
  synth_flops: 63
  async_reset_ff_share_pct: 69.8
  netlist_area_um2: 3240
  yosys_area_um2: 3240
  synth-main-ff-cell: "dfrtp_1"
  seq_area_frac_synth_pct: 45.8
  yosys-stat-cells: 328
  synth_cell_types: 40
detailed_routing:
  drtIter0Drc: 69
  drc_errors: 0
  vias_per_cell: 4.94
  post_drt_wl_per_cell_um: 12.2
  num_vias: 2408
  wl_mm: 5.94
  drtPass1Iterations: 4
  n_antenna_cell: 0
  detail-route-antenna-nets: 0
global_route:
  met3_usage_pct: 2.02
  met1_usage_pct: 18.5
  grt.total_usage_pct: 11.8
  grt_pass1_vias: 2259
  use_met2_pct: 17.7
  overflow: 0
  grt_max_degree: 45
  antenna_found_initial: 0
  top_usage_layer: "met1"
  grt_pass1_wl_mm: 10.7
placed_design:
  place_inst: 471
  numPortBuffers: 14
  hpwl_mm: 4.03
  gp_congestion: 0.823
  postPlaceCellArea_um2: 3520
clocking:
  cts_buffer_depth: 2
  clkSlewWorstSetupHoldPaths_ns: 0.08
  cts_setup_buffers: 0
  cts_tree: "yes"
  clock-sinks: 63
  htree_levels: 3
  cts_made_buffers: 9
  post_cts_hold_buffer_count: 0
  clockRootBuffer: "clkbuf_8"
  clkLatencyLatePin_ns: 0.34
worst_hold_path:
  hold_start: "display.refresh_counter[16]"
  min_path_type: "flop to flop"
flow_run:
  warning_count: 29
  cap_violations: 0
==> metrics by stage <==
step           hold slack [ns]  setup WS, ns
2_1_floorplan            0.350         0.814
3_5_place_dp             0.366         0.411
4_1_cts                  0.378        0.0138
5_1_grt                  0.392        0.0391
6_report                 0.377         0.222
3_3_place_gp             0.360         0.435
==> final timing paths <==
path,to,slack [ns],cells past startpoint
max in group asynchronous,counter.tick,2.15,3
worst max-delay path,seg[3],0.22,7
min in group asynchronous,counter.clk_div[20],0.77,3
worst min-delay path,display.digit_select[1],0.38,0
worst max register to register,counter.clk_div[22],1.09,5
worst min register to register,display.digit_select[1],0.38,0
==> layout make-up <==
type                            count  area (um2)  share of cell area, %
Clock buffer                        9         124                   3.30
Inverter                           10        37.5                   1.00
Sequential cell                    63        1490                   39.6
Clock inverter                      7         104                   2.77
Timing Repair Buffer               17         163                   4.34
Multi-Input combinational cell    245        1670                   44.4
Tap cell                          136         170                   4.54
==> kinds of logic after synthesis <==
family,count (synthesis),share of synthesized area (%)
AOI/OAI and AO/OA,49,9.01
xor gates and xnor gates,33,8.93
adders and majority gates,7,2.71
buffers and inverters,20,2.78
DFF,63,45.8
muxes,9,4.48
and+or+nand+nor,147,26.3
==> power by group <==
group	internal (mW)	total [mW]	leakage (nW)	switching, mW
logic	0.00310	0.0138	0.663	0.0107
registers	0.767	0.767	0.676	0
clock network	0.436	0.760	0.115	0.325
==> synth_stat cells, types with 4 or more instances <==
cell type	n	area, um2
and4_1	4	35.0
or4_1	9	67.6
a21oi_1	18	90.1
dfrtp_1	44	1100
o31ai_1	7	52.6
nor2b_1	4	25.0
and2_1	6	37.5
mux4_2	4	90.1
nor2_1	14	52.6
inv_1	10	37.5
or3_1	6	37.5
mux2_2	4	45.0
nand2_1	26	97.6
and3_1	6	37.5
clkbuf_1	8	30.0
ha_1	7	87.6
nand3_1	18	90.1
xnor2_1	20	175
nor3b_1	5	37.5
nand2b_1	10	62.6
nor3_1	5	25.0
o21ai_0	18	90.1
xor2_1	13	114
dfxtp_1	19	380
nand4_1	18	113
==> cell usage in the layout, fill, tap and decap left out, types with 9 or more instances in the layout <==
master / count
or4_1: 9
nand2_1: 26
xor2_1: 13
xnor2_1: 20
nand4_1: 18
inv_1: 9
nand2b_1: 10
nor2_1: 14
clkbuf_8: 9
o21ai_0: 18
clkdlybuf4s50_1: 14
dfrtp_1: 44
a21oi_1: 18
nand3_1: 18
dfxtp_1: 18
==> flip-flops by register name, summed over array words and instances (netlist names) <==
register,flops
counter.clk_div,27
counter.digit0,4
counter.digit1,4
counter.digit2,4
counter.digit3,4
counter.tick,1
display.digit_select,2
display.refresh_counter,17
==> per-layer routing <==
metal / wire length [um] / vias up
li1: - / 1229
met1: 3100 / 1148
met4: 98 / 0
met3: 136 / 9
met2: 2610 / 22
met5: 0 / -
==> what timing repair did <==
item	CTS	global route
endpoints found under the setup margin	0	6
gates resized	0	2
hold endpoints to repair	0	0
Power and IR drop assume default switching activity.
